==> ./design.v <==
module TP2(clk, reset, ok, tone, note, finish, type, display);
	input ok, tone, reset, clk;
	input [2:0] note;
	output reg finish;
	output reg [1:0] type;
	output [6:0] display;
	reg prev_ok;
	display7seg d7s(tone, note, display);
	localparam [4:0]	state_inicial = 5'b00000,
							state_n1      = 5'b00001,
							state_n2_p    = 5'b00010,
							state_n2_i    = 5'b00011,
							state_n2_f    = 5'b00100,
							state_n3_p    = 5'b00101,
							state_n3_i    = 5'b00110,
							state_n3_f    = 5'b00111,
							state_n4_p    = 5'b01000,
							state_n4_i    = 5'b01001,
							state_n4_f    = 5'b01010,
							state_n5_p    = 5'b01011,
							state_n5_i    = 5'b01100,
							state_n5_f    = 5'b01101,
							state_final_p = 5'b01110,
							state_final_i = 5'b01111,
							state_final_f = 5'b10000,
							state_error   = 5'b10001;
	localparam [2:0]	note_x  = 3'b000,
							note_c  = 3'b100,
							note_d  = 3'b010,
							note_e  = 3'b110,
							note_f  = 3'b001,
							note_g  = 3'b101,
							note_a  = 3'b011,
							note_b  = 3'b111;
	localparam [1:0]	type_none       = 2'b00,
							type_past       = 2'b01,
							type_infinitive = 2'b10,
							type_future     = 2'b11;
	localparam	process_finished      = 1'b1,
					process_not_finished  = 1'b0;
	reg [4:0] state;
	reg [4:0] next_state;
	always @(posedge clk) begin
		if(~reset) 
			state <= state_inicial;
		else 
			state <= next_state;
		prev_ok <= ok;
	end
	always @(ok, note, tone, state, prev_ok) begin		
		if(~ok && prev_ok) begin
			case(state)
				state_inicial: begin
					if(~tone && note == note_f) 
						next_state = state_n1;
					else 
						next_state = state_error;
				end
				state_n1: begin
					if(tone && note == note_c)
						next_state = state_n2_p;
					else if(tone && note == note_f)
						next_state = state_n2_i;
					else if(tone && note == note_b)
						next_state = state_n2_f;
					else
						next_state = state_error;
				end
				state_n2_p: begin
					if(note != note_x)
						next_state = state_n3_p;
					else
						next_state = state_error;
				end
				state_n2_i: begin
					if(note != note_x)
						next_state = state_n3_i;
					else
						next_state = state_error;
				end
				state_n2_f: begin
					if(note != note_x)
						next_state = state_n3_f;
					else
						next_state = state_error;
				end
				state_n3_p: begin
					if(note != note_x)
						next_state = state_n4_p;
					else
						next_state = state_error;
				end
				state_n3_i: begin
					if(note != note_x)
						next_state = state_n4_i;
					else
						next_state = state_error;
				end
				state_n3_f: begin
					if(note != note_x)
						next_state = state_n4_f;
					else
						next_state = state_error;
				end
				state_n4_p: begin
					if(~tone && note == note_g)
						next_state = state_n5_p;
					else
						next_state = state_error;
				end
				state_n4_i: begin
					if(~tone && note == note_g)
						next_state = state_n5_i;
					else
						next_state = state_error;
				end
				state_n4_f: begin
					if(~tone && note == note_g)
						next_state = state_n5_f;
					else
						next_state = state_error;
				end
				state_n5_p: begin
					if(note == note_x)
						next_state = state_final_p;
					else
						next_state = state_error;
				end
				state_n5_i: begin
					if(note == note_x)
						next_state = state_final_i;
					else
						next_state = state_error;
				end
				state_n5_f: begin
					if(note == note_x)
						next_state = state_final_f;
					else
						next_state = state_error;
				end
				state_final_p: begin
					next_state = state;
				end
				state_final_i: begin
					next_state = state;
				end
				state_final_f: begin
					next_state = state;
				end
				state_error: begin
					next_state = state;
				end
				default: begin
					next_state = state_inicial;
				end	
			endcase
		end
		else begin
			next_state = state;
		end
	end
	always @(state) begin
		case(state)
			state_final_p: begin
				finish = process_finished;
				type = type_past;
			end
			state_final_i: begin
				finish = process_finished;
				type = type_infinitive;
			end
			state_final_f: begin
				finish = process_finished;
				type = type_future;
			end
			state_error: begin
				finish = process_finished;
				type = type_none;
			end
			default: begin
				finish = process_not_finished;
				type = type_none;
			end
		endcase
	end
endmodule
module display7seg(tom, nota, saida);
	input 	tom;
	input 	[2:0] nota;
	output 	[6:0] saida;
	assign saida[0] = (~tom                                 ) |
							(       ~nota[0] & ~nota[1] & ~nota[2]);
	assign saida[1] = (                  ~nota[1] & ~nota[2]) |
							( tom &            ~nota[1]           ) |
							(       ~nota[0] & ~nota[1]           ) |
							( tom &  nota[0] &            ~nota[2]) |
							(~tom & ~nota[0] &            ~nota[2]);
	assign saida[2] = (                  ~nota[1] & ~nota[2]) |
							(~tom &            ~nota[1]           ) |
							(~tom &                        nota[2]) |
							(        nota[0] &  nota[1] &  nota[2]);
	assign saida[3] = ( tom &                        nota[2]) |
							( tom &             nota[1]           ) |
							(        nota[0] &  nota[1] & ~nota[2]) |
							(       ~nota[0] & ~nota[1] & ~nota[2]);
	assign saida[4] = ( tom & ~nota[0] &  nota[1] &  nota[2]) |
							(                  ~nota[1] & ~nota[2]) |
							(~tom &  nota[0] &  nota[1]           ) |
							(        nota[0] &  nota[1] & ~nota[2]);
	assign saida[5] = (       ~nota[0] & ~nota[1]           ) |
							(       ~nota[0] &             nota[2]) |
							( tom &            ~nota[1] & ~nota[2]) |
							(~tom &             nota[1] & ~nota[2]);
	assign saida[6] = (       ~nota[0] & ~nota[1] & ~nota[2]) |
							(        nota[0] & ~nota[1] &  nota[2]) |
							( tom & ~nota[0] &  nota[1]           );
endmodule
==> ./run.sh <==
#!/bin/bash
# OpenROAD 26Q1-2900-gdf79404cd8, Yosys 0.63+post, stock flow scripts
make -C /OpenROAD-flow-scripts/flow DESIGN_CONFIG=/design/flow/config.mk WORK_HOME=/design/flow/orfs finish
==> ./config.mk <==
export PLATFORM = sky130hd
export DESIGN_NAME = TP2
export DESIGN_NICKNAME = TP2
export VERILOG_FILES = /design/flow/design.v
export SDC_FILE = /design/flow/constraint.sdc
export NUM_CORES = 4
export LEC_CHECK = 1
export CORE_AREA = 10 10 100 100
export DIE_AREA = 0 0 110 110
==> ./constraint.sdc <==
current_design TP2

set clk_period 1.8
set clk_io_pct 0.2

create_clock -name clk0 -period $clk_period [get_ports {clk}]

set non_clock_inputs [all_inputs -no_clocks]
set_input_delay [expr $clk_period * $clk_io_pct] -clock clk0 $non_clock_inputs
set_output_delay [expr $clk_period * $clk_io_pct] -clock clk0 [all_outputs]
==> run notes <==
The synthesis and place-and-route flow finished, so here is a summary.

The library cells used most frequently in the layout, excluding fill and tap cells, are buf_4 (21), dfxtp_1 (18), nand2_1 (12). The final wirelength came out at 2080 um. The number of hold violations in the final report is 0. The accumulated negative setup slack is 0 ps.

The CTS tree is built. The origin of the worst min-delay path is tone. Counting flops with a built-in enable in the synthesized netlist gives 0. The pin count of the biggest net entering global routing came out at 14. The cell at the root of the clock tree is clkbuf_8. The endpoint of the lowest-slack register-to-register path is state[10]$_DFF_P_.

The count of cells along the worst hold path came out at 3. The type recorded for the worst min-delay path is input pin to flop. The critical path start-end classification is input pin to output port. Per the timing report, the achievable frequency comes out to 0.573 GHz. The pin slew with the least headroom to its limit came out at 320 ps.

The relative slew slack is 78.7%. The slack of the worst reg-to-reg path is 540 ps. The reported max-cap violation count is 0. VDD sags by at most 0.000302 V. Per the skew report, the later register of the worst-skew pair sees a clock latency of 250 ps.

The required time reported for the critical path endpoint is 1440 ps. In the floorplan report the effective utilization is 11.4%. The number of global-route vias before repair is 764. The period utilization came out at 97.0%. The detailed router finished its first iteration with 47 violations.

The flow ran to the end, and the final reports show no timing, DRC or antenna violations. The clock transition time at the flip-flop clock pins of the worst setup and hold paths is 70 ps. The final-report setup violation count came out at 0. The die extent in y is 110 um.

The worst setup path is launched from an input pin. The final standard cell utilization of the core came out at 17.5%. Power comes to 859 uW. The number of primary I/O pins is 17. The count of input and output buffers came out at 16.

The number of vias per cell came out at 3.35. The floorplan step defined a die boundary enclosing 12100 um2. In this run the critical path is formed by buf_4, buf_6, nor3_4, nand2b_4, clkdlybuf4s50_1.

The number of placed instances, taps included came out at 228. Per STA, the highest per-stage delay on the worst path measures 460 ps. The worst hold slack across all endpoints came out at 424 ps. The startpoint identified for the worst register-to-register timing path is state[12]$_DFF_P_. The max-slew violation total from the final report came out at 0. The gate count after technology mapping came out at 98. The filler cells instantiated in the layout total 865. Total global-route track usage over all layers is 3.56%. The mapped netlist covers 891 um2. The die width came out at 110 um. The deepest clock path buffer count is 2. The leftover overflow at the end of global routing is 0.

The number of H-tree levels is 1. The sequential share of the synthesized area came out at 42.7%. Across all layers, the routed design uses 783 vias. The chip area in the Yosys report came out at 891 um2.

The leakage power figure came out at 0.570 nW. The remaining antenna violation count after routing is 0. The initial antenna violation count is 0. The layout report lists the multi-input gate area as 495 um2. The synthesized flop and latch total is 19. The core outline area is 7810 um2.

The global-route wire length before repair came out at 3620 um. The number of standard cells in the layout, taps in and fillers out is 234. After its last routability iteration, the placer logged a weighted congestion of 0.807. The most common cell after layout, fill and taps aside is buf_4. Across the routed clock network, the largest skew measured is 3.72 ps. The share of post-route cells with drive strength above 1 is 33.3%. Of all flip-flops after synthesis, the portion carrying an async set or reset was 0%. The yosys stat cell total came out at 98. Per the detail_route report, inserted antenna diodes total 0.

Each instance of the synthesized netlist takes up on average 9.09 um2. Per the synth stats, the flop cell with the highest instance count is dfxtp_1. The signal arrival time at the worst endpoint is 1390 ps. The power per unit of standard cell area is 630 nW/um2. Summing over the stages, the warning tally comes to 25. Setup repair after global routing left no endpoint under its margin. The number of cells on the worst reg-to-reg path came out at 3.

TritonRoute reported its final design rule violation total as 0. The clock sink count is 19. The area growth from synthesis to final layout is 53.1%.

For reference, the placement row count at floorplan is 32. The TritonCTS buffer count came out at 3. The combined flip-flop and latch cell area came out at 382 um2. The largest individual stage delay along the critical path comes from the cell clkdlybuf4s50_1. The length of the first detailed-routing pass in iterations is 4. The unique cell type count in the Yosys netlist came out at 34. The terminating pin of the worst hold path is state[14]$_DFF_P_. The maximum fanout along the worst path came out at 7. According to the dpl log, the detail-placed design has an HPWL of 1620 um. The routed design could run at a clock period as short as 1750 ps. The wire length per cell after detailed routing came out at 8.91 um.

The total of warnings raised by yosys came out at 1. STA classifies the critical path endpoint as an output port.
-- repair_timing --
item | CTS | global route
pin swaps | 3 | 3
buffers inserted | 2 | 1
gates resized | 23 | 15
hold buffers | 0 | 0
setup endpoints to repair | 8 | 6
gates cloned | 0 | 0
-- worst max path at each step --
stage            from    endpoint  slack [ps]  depth (start not counted)
CTS              tone  display[4]          10                          6
global route  note[2]  display[0]         0.5                          5
finish        note[2]  display[0]          50                          5
-- state kept, by name, summed over array words and instances, names as in the netlist --
| signal | count |
|---|---|
| prev_ok | 1 |
| state | 18 |
-- per-layer routing --
metal | track usage, % | vias up | part of all wire, %
met3 | 2.00 | 0 | 12
li1 | - | 427 | -
met4 | 0.186 | 0 | 0
met1 | 5.46 | 330 | 53
met2 | 4.36 | 26 | 35
met5 | 0 | - | 0
-- critical path: cells and delay by family --
| family | cells | cell delay, ps |
|---|---|---|
| buffers and inverters | 3 | 720 |
| and+or+nand+nor | 2 | 300 |
-- cell families (layout without fill, tap and decap cells) --
family | Yosys count | after routing | share of synthesized area, %
AND/OR/NAND/NOR | 38 | 38 | 25.0
flip-flops | 19 | 19 | 42.7
XOR/XNOR | 1 | 1 | 0.983
buffers and inverters | 8 | 42 | 4.35
AND-OR/OR-AND | 32 | 32 | 27.0
-- where the power goes --
group          total [mW]  switching (mW)  internal, mW  leakage, nW
Sequential          0.428         0.00321         0.425        0.154
Clock               0.288           0.131         0.157       0.0228
Combinational       0.143          0.0593        0.0837        0.393
-- through the flow --
step | area [um2] | setup WS [ps]
3_3_place_gp | 1280 | -463
4_1_cts | 1330 | 10.4
6_report | 1360 | 54.9
5_1_grt | 1360 | 0.463
2_1_floorplan | 891 | 518
3_5_place_dp | 1280 | -464
-- cells in the mapped netlist, drive strengths merged (2+ instances only) --
cell / count / share of area [%]
nor2: 6 / 3.1
or3: 2 / 1.5
inv: 3 / 1.3
buf: 5 / 3.1
dfxtp: 19 / 43
a22oi: 2 / 1.7
a22o: 12 / 12
and2: 3 / 2.4
nor3: 2 / 2.4
nand4: 3 / 2.1
a21o: 3 / 2.5
a21oi: 4 / 2.2
nand2: 12 / 5.1
or2: 2 / 1.4
nand2b: 2 / 1.4
o21ai: 6 / 3.4
nor2b: 2 / 1.7
-- final cells by class --
type	count	area share (%)
multi-input combinational	71	36.3
sequential	19	28.0
clock buffer	4	3.30
inverter	3	0.826
tap	102	9.36
timing repair buffer	35	22.2
Power figures rest on the tool's default switching activity, not on a simulated workload.
